`design/flow/config.mk`:
```
export PLATFORM = sky130hd
export DESIGN_NAME = IDEX
export DESIGN_NICKNAME = IDEX
export VERILOG_FILES = /design/flow/design.v
export SDC_FILE = /design/flow/constraint.sdc
export NUM_CORES = 4
export LEC_CHECK = 1
export CORE_AREA = 10 10 223 223
export DIE_AREA = 0 0 233 233
```
`design/flow/constraint.sdc`:
```
current_design IDEX

set clk_period 1.0
set clk_io_pct 0.2

create_clock -name clk0 -period $clk_period [get_ports {clk}]

set non_clock_inputs [all_inputs -no_clocks]
set_input_delay [expr $clk_period * $clk_io_pct] -clock clk0 $non_clock_inputs
set_output_delay [expr $clk_period * $clk_io_pct] -clock clk0 [all_outputs]
```
`design/flow/design.v`:
```
module IDEX(
	input clk,
	input [63:0] readData1, readData2, PC_Out, imm_Data,
	input [4:0] rs1, rs2, rd,
	input [3:0] funct,
	input branch, memRead, memToReg, memWrite, ALUSrc, regWrite,
	input [1:0] ALUOp,
	output reg [63:0] readData1_Out, readData2_Out, PC_Out_Out, imm_Data_Out,
	output reg [4:0] rs1_Out, rs2_Out, rd_Out,
	output reg [3:0] funct_Out,
	output reg branch_Out, memRead_Out, memToReg_Out, memWrite_Out, ALUSrc_Out, regWrite_Out,
	output reg [1:0] ALUOp_Out	
);
	always @ (posedge clk)
	begin
		readData1_Out = readData1;
		readData2_Out = readData2;
		PC_Out_Out = PC_Out;
		imm_Data_Out = imm_Data;
		rs1_Out = rs1;
		rs2_Out = rs2;
		rd_Out = rd;
		funct_Out = funct;
		branch_Out = branch;
		memRead_Out = memRead;
		memToReg_Out = memToReg;
		memWrite_Out = memWrite;
		ALUSrc_Out = ALUSrc;
		regWrite_Out = regWrite;
		ALUOp_Out = ALUOp;
	end
endmodule
```
`design/flow/run.sh`:
```
#!/bin/bash
# OpenROAD 26Q1-2900-gdf79404cd8, Yosys 0.63+post, stock flow scripts
make -C /OpenROAD-flow-scripts/flow DESIGN_CONFIG=/design/flow/config.mk WORK_HOME=/design/flow/orfs finish
```
==> out/metrics.yaml <==
placed_design:
  dp_cells: 1442
  portBuffers: 566
  routabilityCongestion: 0.904
  hpwl_um: 20800
route:
  antenna_cells: 0
  drt_iter0_markers: 45
  vias_per_cell: 2.92
  drtAntennaViolNets: 0
  drc: 0
  routed_wl_um: 25300
  wl_per_cell_um: 16.9
  first_pass_iters: 4
  num_vias: 4375
critical_path:
  critical_path_buf_inv_count: 1
  crit_path_max_incr_delay_ps: 360
  critPathTopFamily: "flip-flops"
  cp.required_ps: 800
  crit_path_start: "readData2_Out[0]"
  end_kind: "output pin"
  critPathMaxFanout: 1
  crit_cells: 1
  arrival_ps: 1030
  slowest_stage: "dfxtp_4"
  crit_type: "register to output pin"
  cp_cell_sequence: "buf_6"
  startpoint_type: "register"
  critPathCapture: "readData2_Out[0]"
floorplanning:
  die_y_um: 233
  fp.coreArea_sq_um: 44500
  fp_util_pct: 12.7
  rows: 77
  die_w_um: 233
  die_area_sq_um: 54300
  io_pins: 567
power:
  cellPowerDensity_nw_per_um2: 2120
  ir_drop_v: 0.00149
  leakage_nw: 5.14
  finalPower_mw: 25.1
clock_network:
  h-tree-depth: 1
  clockBufferDepth: 3
  clkTransAtPathRegs_ps: 60
  cts.sinks: 283
  cts_root_buf: "clkbuf_16"
  cts_buffers: 31
  cts_tree: "yes"
synth:
  ys_ff: 283
  yosys.cell_types.count: 1
  synth_seq_share_pct: 100
  syn_area_per_cell_sq_um: 20.0
  synthesis.area_sq_um: 5670
  synthCells: 283
  yosysCellCount: 283
  yosys_area_sq_um: 5670
  ys_warn_count: 1
final_layout:
  logic_gates: 0
  areaGrowthSynthToFinish_pct: 108
  register_area_sq_um: 5730
  logic_area_sq_um: 0
  drive_gt1_share_pct: 42.7
  post-route-util_pct: 26.5
  layout_top_cells: "clkdlybuf4s50_1 (283), buf_2 (274), dfxtp_1 (232), dfxtp_2 (50), clkbuf_16 (31)"
  instances_no_fill: 1498
  fillers: 4663
  lay_top_count: "clkdlybuf4s50_1"
sta:
  setup-violations-final: 283
  setup_ws_ps: -231
  hold_ws_ps: 77.2
  timing.fmax_ghz: 0.812
  drv_slew: 0
  worst_pin_slew_ps: 188
  relSlewSlack_pct: 87.5
  finalClockPeriodUsage_pct: 123
  hold_viol_final: 0
  tns_ps: -43280
  finalCriticalPeriod_ps: 1230
  rsz0062_at_grt: "yes"
job:
  warnings: 27
  drv_cap: 0
global_route:
  antenna_found_initial: 2
  grt_pass1_wl_um: 34500
  track_usage_pct: 8.71
  grt_pass1_vias: 4830
  grt_start_max_net_pins: 15
  grt-ovfl-total: 0
run_status:
  violations: "setup timing"
  status: "complete, but fails checks"
min_path:
  hp-class: "input port to register"
[synth_stat cells]
| library cell | count | share of area (%) |
|---|---|---|
| dfxtp_1 | 283 | 100 |
[worst min path at each step]
stage	to	slack [ps]	cells past startpoint	from
after CTS	PC_Out_Out[41]	40	1	PC_Out[41]
after global routing	readData2_Out[8]	50	1	readData2[8]
final	imm_Data_Out[35]	80	1	imm_Data[35]
[metrics by stage]
stage,instance area [sq um],setup WS (ps)
after global routing,11800,-279
after floorplan,5670,538
after global placement,12100,-233
after detailed placement,12100,-218
after CTS,11800,-280
final,11800,-231
[area by class of cell]
class,instances,area share (%)
Clock buffer,37,6.93
Sequential cell,283,48.5
Clock inverter,19,1.76
Timing Repair Buffer,567,36.5
Tap cell,592,6.27
[what timing repair did]
action	CTS	global route
gates cloned	0	0
setup endpoints to repair	283	283
hold endpoints to repair	0	0
resized	952	25
buffers inserted	0	0
hold buffers	0	0
[sequential cells by signal, indices dropped and copies added (netlist names), 2 cells and up]
signal,cells
readData2_Out,64
PC_Out_Out,64
funct_Out,4
ALUOp_Out,2
imm_Data_Out,64
rs2_Out,5
readData1_Out,64
rd_Out,5
rs1_Out,5
[kinds of logic after synthesis]
| logic type | after synthesis | synth area share [%] |
|---|---|---|
| DFF | 283 | 100 |
[layer usage]
layer	track usage (%)	wire, um
met1	9.58	8910
met3	4.34	3240
met5	0	12
met2	14.6	12400
met4	2.43	759
[report_power, final]
| part | switching [mW] | internal (mW) | leakage (nW) | total [mW] |
|---|---|---|---|---|
| Clock | 4.48 | 6.85 | 0.510 | 11.3 |
| Sequential | 0.134 | 11.9 | 2.39 | 12.0 |
| Combinational | 0.362 | 1.35 | 2.24 | 1.71 |
Power figures rest on the tool's default switching activity, not on a simulated workload.
