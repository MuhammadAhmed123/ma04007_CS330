`/design/flow/config.mk`:
```
export PLATFORM = sky130hd
export DESIGN_NAME = memory
export DESIGN_NICKNAME = memory
export VERILOG_FILES = /design/flow/design.v
export SDC_FILE = /design/flow/constraint.sdc
export NUM_CORES = 4
export LEC_CHECK = 1
export CORE_AREA = 10 10 101 101
export DIE_AREA = 0 0 111 111
```
`/design/flow/constraint.sdc`:
```
current_design memory

set clk_period 2.4
set clk_io_pct 0.2

create_clock -name clk0 -period $clk_period [get_ports {clk}]

set non_clock_inputs [all_inputs -no_clocks]
set_input_delay [expr $clk_period * $clk_io_pct] -clock clk0 $non_clock_inputs
set_output_delay [expr $clk_period * $clk_io_pct] -clock clk0 [all_outputs]
```
`/design/flow/design.v`:
```
module memory(
	input wire [3:0] addr,
	input wire [1:0] size,
	input wire rd, clk, reset,
	output reg [63:0] data
);
	initial
	data = 64'b0;		 
	reg [7:0] mem [15:0];		 
	integer index;
	initial
	begin
		for (index = 0; index < 16; index = index + 1)
			mem[index] = index;			 
	end
	integer i;
	always @(reset)
	begin
		if (reset == 1'b1)
		begin
			for (i = 0; i < 16; i = i + 1)
				mem[i] = 8'b0;
		end
	end
	always @(posedge clk)
	begin
		if (rd == 1'b1)
		begin
			case (size)
				2'b00 : data = {{56{1'b0}},mem[addr]};
				2'b01 : data = {{48{1'b0}},mem[(addr+1)%16],mem[addr]};
				2'b10 : data = {{32{1'b0}},mem[(addr+3)%16],mem[(addr+2)%16],mem[(addr+1)%16],mem[addr]};
				2'b11 : data = {mem[(addr+7)%16],mem[(addr+6)%16],mem[(addr+5)%16],mem[(addr+4)%16],mem[(addr+3)%16],mem[(addr+2)%16],mem[(addr+1)%16],mem[addr]};
			endcase
		end
	end
endmodule
```
`/design/flow/run.sh`:
```
#!/bin/bash
# OpenROAD 26Q1-2900-gdf79404cd8, Yosys 0.63+post, stock flow scripts
make -C /OpenROAD-flow-scripts/flow DESIGN_CONFIG=/design/flow/config.mk WORK_HOME=/design/flow/orfs finish
```
==> tab_implementation.tex <==
% Synthesis and place-and-route results
\begin{tabular}{lr}
\hline
Metric & Value \\
\hline
\multicolumn{2}{l}{\textbf{STA}} \\
\quad Setup slack after layout & around 0.67 ns \\
\quad Count of endpoints failing hold in the final timing report & 0 \\
\quad Final TNS setup & 0 ns \\
\quad Number of slew-limit violations in the final report & 0 \\
\quad Final cycle utilization of the critical path & 0.721 \\
\quad Count of unclocked register or latch pins & 1 \\
\quad Transition at the pin with the smallest max-transition slack & 0.572 ns \\
\quad RSZ-0062 raised after global routing & false \\
\quad Worst max-slew margin expressed relative to the limit & 0.615 \\
\quad Final setup fails & 0 \\
\quad Fmax & just under 600 MHz \\
\quad Crit path time final & 1.73 ns \\
\multicolumn{2}{l}{\textbf{Yosys}} \\
\quad Synthesized area per cell & 12.4 sq um \\
\quad Cell types occupying the most area after synthesis & sky130\_fd\_sc\_hd\_\_edfxtp\_1 (58\%), sky130\_fd\_sc\_hd\_\_buf\_4 (15\%), sky130\_fd\_sc\_hd\_\_nor2\_1 (5.8\%), sky130\_fd\_sc\_hd\_\_ha\_1 (3.9\%), sky130\_fd\_sc\_hd\_\_xor2\_1 (3.3\%) \\
\quad Synthesized registers & 32 \\
\quad Number of cell instances after yosys synthesis & 130 \\
\quad Tally of yosys warning messages & 2 \\
\quad Dominant cell type by area after synthesis & sky130\_fd\_sc\_hd\_\_edfxtp\_1 \\
\quad Top area contributor share & 0.579 \\
\quad Synth cell types & 19 \\
\quad Mapped Area & around 1600 sq um \\
\quad Post-synth area from yosys stat & 1610 sq um \\
\quad Number of instances in the synthesized netlist & $\sim$130 \\
\multicolumn{2}{l}{\textbf{Global routing}} \\
\quad Global route overflow & 0 \\
\quad Via count of the first global-routing pass & around 1000 \\
\quad Antenna violations before repair & 0 \\
\quad GRT Total Usage & 0.0535 \\
\quad Largest net degree at the start of global routing & 32 \\
\quad Global-route wire length before repair & $\sim$5300 microns \\
\multicolumn{2}{l}{\textbf{CTS}} \\
\quad Total number of H-tree levels & 2 \\
\quad Clock tree root driver cell & sky130\_fd\_sc\_hd\_\_clkbuf\_8 \\
\quad Setup Fix Bufs, Post-CTS & 0 \\
\quad Number of buffers on the longest clock path & 2 \\
\quad Clock tree from TritonCTS & built \\
\quad Clock slew at the register clock pins of the worst setup and hold paths & around 0.060 ns \\
\quad Total clock buffers created by CTS & 5 \\
\quad Number of gates resized after CTS & 0 \\
\quad Count of hold buffers inserted by post-cts repair & 0 \\
\multicolumn{2}{l}{\textbf{Run}} \\
\quad Number of violations of the max-capacitance limit & 0 \\
\quad OpenROAD warnings & 29 \\
\multicolumn{2}{l}{\textbf{Placement}} \\
\quad Placed instance count & $\sim$270 \\
\quad Quantity of I/O buffers inserted on ports & $\sim$40 \\
\quad Worst slack at placement & 0.350 ns \\
\quad Last weighted congestion value of the routability-driven placer & roughly 0.76 \\
\quad Dpl hpwl & around 2600 microns \\
\multicolumn{2}{l}{\textbf{Worst setup path}} \\
\quad Cell with the largest stage delay on the worst path & sky130\_fd\_sc\_hd\_\_clkdlybuf4s50\_1 \\
\quad Type of origin of the critical path & input pin \\
\quad Critical Path, Cell by Cell & clkdlybuf4s50\_1 > a21boi\_0 > xor2\_1 > nor2\_1 \\
\quad Crit-path max FO & 13 \\
\quad Cell family with most CP delay & buffers and inverters \\
\quad Worst Setup Path Type & input pin to flop \\
\quad Kind of end point of the critical path & flop \\
\quad Crit path DRT & between 2 and 2.5 ns \\
\quad Buffers and inverters on the worst path & 1 \\
\quad Data arrival time at the worst-slack endpoint & about 1.8 ns \\
\quad CP max stage delay & around 0.83 ns \\
\multicolumn{2}{l}{\textbf{Pwr}} \\
\quad Largest voltage drop on the vdd net & 0.000201 V \\
\quad Leakage & between 0.8 and 0.9 nW \\
\quad Pwr/cell area & slightly below 600 nW/um\^{}2 \\
\quad Sum of internal, switching and leakage power & approximately 1.2 mW \\
\multicolumn{2}{l}{\textbf{Floorplan}} \\
\quad Horizontal extent of the die & approximately 110 microns \\
\quad Core box area & between 8000 and 9000 sq um \\
\quad Number of primary I/O pins & around 73 \\
\quad Chip Area & about 12000 sq um \\
\quad Core Util at FP & 0.198 \\
\quad Chip height & between 100 and 150 microns \\
\quad Total number of placement rows & 33 \\
\multicolumn{2}{l}{\textbf{Routing}} \\
\quad DRC viols & 0 \\
\quad Number of antenna diodes & 0 \\
\quad Routed WL & 3390 microns \\
\quad Number of iterations in the first detailed-routing pass & 4 \\
\quad Wire length per cell after detailed routing & $\sim$12 microns \\
\quad Drt initial violations & 20 \\
\quad Via-per-instance ratio & around 3.2 \\
\quad Vias after detailed routing & 900 \\
\quad Final antenna-violating net count & 0 \\
\multicolumn{2}{l}{\textbf{Cells and area}} \\
\quad Growth of design area from synthesis to finish & 30.5\% \\
\quad Number of cells in the finished layout apart from fillers & roughly 280 \\
\quad Layout cells sized above 1 & 0.103 \\
\quad Top library cells by usage in the layout, fill and taps aside & sky130\_fd\_sc\_hd\_\_clkdlybuf4s50\_1 (40), sky130\_fd\_sc\_hd\_\_conb\_1 (33), sky130\_fd\_sc\_hd\_\_edfxtp\_1 (31) \\
\quad Number of filler cells placed in the layout & between 800 and 900 \\
\quad Top cell excl fill/tap & sky130\_fd\_sc\_hd\_\_clkdlybuf4s50\_1 \\
\multicolumn{2}{l}{\textbf{Run status}} \\
\quad Run status & finished clean \\
\multicolumn{2}{l}{\textbf{Min path}} \\
\quad Class of the most critical hold timing path & input pin to flop \\
\hline
\end{tabular}
power by group:
part / internal (mW) / total [mW] / switching (mW)
Sequential: 0.624 / 0.630 / 0.00660
Clock: 0.303 / 0.484 / 0.181
Combinational: 0.0731 / 0.130 / 0.0565
worst paths after layout:
check	startpoint	end	slack, ns	cells after the start
hold / removal	addr[2]	data[35]$_DFFE_PP_	0.99	3
setup / recovery	addr[0]	data[59]$_DFFE_PP_	0.67	4
metrics by stage:
stage	utilization	instance area, sq um	hold slack, ns
after floorplan	-	1730	0.592
after global placement	0.245	1990	1.23
after detailed placement	0.245	1990	1.23
after CTS	0.258	2100	0.990
after global routing	0.258	2100	1.01
final	0.258	2100	0.988
routing by layer:
layer / up-vias / wire length (microns) / global-route usage
met2: 48 / 1590 / 0.0865
met1: 402 / 1300 / 0.0592
met3: 7 / 460 / 0.0356
met5: - / 0 / 0
met4: 0 / 42 / 0.00608
li1: 443 / - / -
cell usage after synthesis:
| master | n |
|---|---|
| sky130_fd_sc_hd__conb_1 | 1 |
| sky130_fd_sc_hd__buf_6 | 3 |
| sky130_fd_sc_hd__buf_4 | 33 |
| sky130_fd_sc_hd__and3_2 | 1 |
| sky130_fd_sc_hd__a21boi_0 | 1 |
| sky130_fd_sc_hd__a21oi_2 | 2 |
| sky130_fd_sc_hd__nand2_1 | 3 |
| sky130_fd_sc_hd__and2_2 | 4 |
| sky130_fd_sc_hd__edfxtp_1 | 31 |
| sky130_fd_sc_hd__nor2b_1 | 2 |
| sky130_fd_sc_hd__o21ai_0 | 1 |
| sky130_fd_sc_hd__dlxtp_1 | 1 |
| sky130_fd_sc_hd__xor2_1 | 6 |
| sky130_fd_sc_hd__inv_1 | 3 |
| sky130_fd_sc_hd__buf_2 | 2 |
| sky130_fd_sc_hd__xnor2_1 | 5 |
| sky130_fd_sc_hd__nor2_1 | 25 |
| sky130_fd_sc_hd__nand3_2 | 1 |
| sky130_fd_sc_hd__ha_1 | 5 |
layout make-up:
| cell class | count | area, sq um | share of cell area |
|---|---|---|---|
| Timing Repair Buffer | 43 | 423 | 0.202 |
| Sequential cell | 32 | 946 | 0.451 |
| Inverter | 3 | 11.3 | 0.00537 |
| Multi-Input combinational cell | 89 | 478 | 0.228 |
| Tap cell | 105 | 131 | 0.0626 |
| Clock buffer | 5 | 68.8 | 0.0328 |
| Clock inverter | 3 | 38.8 | 0.0185 |
registers in the layout, summed over array words and instances, names as in the netlist:
| name | count |
|---|---|
| mem | 1 |
| data | 31 |
logic make-up (layout without fill, tap and decap cells):
family	count (synthesis)	in the layout	share of synthesized area
xor+xnor	11	11	0.0600
simple gates	36	36	0.103
flops	31	31	0.579
fa+ha+maj	5	5	0.0389
compound gates	4	4	0.0187
other cells	1	33	0.00233
buf+inv	41	54	0.188
latches	1	1	0.00934
Power and IR drop assume default switching activity.
